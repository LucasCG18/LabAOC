--- /design/flow/design.v ---
module MemoriaDeDados #(
    parameter DATA_WIDTH = 32,
    parameter ADDR_WIDTH = 10,
    parameter DEPTH = 50
)(
    input               clk,
    input               mem_write,
    input               mem_read,
    input       [1:0]   store_size,
    input       [1:0]   load_size,
    input               load_unsigned,
    input       [31:0]  endereco,
    input       [31:0]  write_data,
    input  wire         preload,
    input  wire [31:0]  n_in,
    output reg  [31:0]  read_data,
    output wire [31:0]  tap_addr1
);
    reg [DATA_WIDTH-1:0] mem [0:DEPTH-1];
    reg [31:0] tap_reg;
    assign tap_addr1 = tap_reg;
    always @(posedge clk) begin
        mem[0] <= n_in;
        tap_reg <= mem[10];
        if (mem_write) begin
            case (store_size)
                2'b00:   
                    mem[endereco[ADDR_WIDTH-1:2]][(endereco[1:0]*8)+:8] <= write_data[7:0];
                2'b01:   
                    mem[endereco[ADDR_WIDTH-1:2]][(endereco[1]*16)+:16] <= write_data[15:0];
                default:  
                    mem[endereco[ADDR_WIDTH-1:2]] <= write_data;
            endcase
        end
    end
    always @(posedge clk) begin
        read_data <= 32'b0;
        if (mem_read) begin
            case (load_size)
                2'b00: begin  
                    case (endereco[1:0])
                        2'b00:   read_data <= load_unsigned ? {24'b0, mem[endereco[ADDR_WIDTH-1:2]][7:0]} : {{24{mem[endereco[ADDR_WIDTH-1:2]][7]}}, mem[endereco[ADDR_WIDTH-1:2]][7:0]};
                        2'b01:   read_data <= load_unsigned ? {24'b0, mem[endereco[ADDR_WIDTH-1:2]][15:8]} : {{24{mem[endereco[ADDR_WIDTH-1:2]][15]}}, mem[endereco[ADDR_WIDTH-1:2]][15:8]};
                        2'b10:   read_data <= load_unsigned ? {24'b0, mem[endereco[ADDR_WIDTH-1:2]][23:16]} : {{24{mem[endereco[ADDR_WIDTH-1:2]][23]}}, mem[endereco[ADDR_WIDTH-1:2]][23:16]};
                        default: read_data <= load_unsigned ? {24'b0, mem[endereco[ADDR_WIDTH-1:2]][31:24]} : {{24{mem[endereco[ADDR_WIDTH-1:2]][31]}}, mem[endereco[ADDR_WIDTH-1:2]][31:24]};
                    endcase
                end
                2'b01: begin  
                    case (endereco[1])
                        1'b0:    read_data <= load_unsigned ? {16'b0, mem[endereco[ADDR_WIDTH-1:2]][15:0]} : {{16{mem[endereco[ADDR_WIDTH-1:2]][15]}}, mem[endereco[ADDR_WIDTH-1:2]][15:0]};
                        default: read_data <= load_unsigned ? {16'b0, mem[endereco[ADDR_WIDTH-1:2]][31:16]} : {{16{mem[endereco[ADDR_WIDTH-1:2]][31]}}, mem[endereco[ADDR_WIDTH-1:2]][31:16]};
                    endcase
                end
                default: begin  
                    read_data <= mem[endereco[ADDR_WIDTH-1:2]];
                end
            endcase
        end
    end
endmodule
--- /design/flow/run.sh ---
#!/bin/bash
# OpenROAD 26Q1-2900-gdf79404cd8, Yosys 0.63+post, stock flow scripts
make -C /OpenROAD-flow-scripts/flow DESIGN_CONFIG=/design/flow/config.mk WORK_HOME=/design/flow/orfs finish
--- /design/flow/config.mk ---
export PLATFORM = sky130hd
export DESIGN_NAME = MemoriaDeDados
export DESIGN_NICKNAME = MemoriaDeDados
export VERILOG_FILES = /design/flow/design.v
export SDC_FILE = /design/flow/constraint.sdc
export NUM_CORES = 4
export LEC_CHECK = 1
export CORE_UTILIZATION = 40
--- /design/flow/constraint.sdc ---
current_design MemoriaDeDados

set clk_period 32.5
set clk_io_pct 0.2

create_clock -name clk0 -period $clk_period [get_ports {clk}]

set non_clock_inputs [all_inputs -no_clocks]
set_input_delay [expr $clk_period * $clk_io_pct] -clock clk0 $non_clock_inputs
set_output_delay [expr $clk_period * $clk_io_pct] -clock clk0 [all_outputs]
==> metrics.csv <==
stage;metric;value;unit
outcome;outcome;finished clean;
cts;clock sinks;1664;
global_routing;largest net degree at the start of global routing;77;
worst_setup_path;kind of critical path;in2reg;
global_routing;antenna violations before repair;20;
layout;share of cells above drive strength 1;0.1651;
route;final wirelength;210500;µm
logic_synthesis;synthesized area per cell;17.16;µm²
logic_synthesis;Post-Syn Area;63300;µm²
cts;post-CTS sizing;0;
power_and_ir_drop;LEAKAGE;0.02205;µW
placed_design;HPWL Detailed;129100;µm
logic_synthesis;Post-synth area hogs;edfxtp_1 74%, a22oi_1 5.3%, dfxtp_1 3.0%;
route;wire per inst;33.70;µm
cts;CTS tree;built;
global_routing;gr busiest metal;met2;
timing;Worst-Margin Slew;1106;ps
logic_synthesis;Yosys chip area;63300;µm²
floorplan;number of I/O pins;169;
global_routing;total global-route track usage;0.2892;
logic_synthesis;Ys Warns;1;
run;OpenROAD warnings;51;
worst_setup_path;WP data arrival;11610;ps
cts;# hold bufs at CTS;0;
global_routing;met2 Usage GRT;0.3847;
logic_synthesis;number of enable flip-flop cells;1568;
timing;Setup Viol. Count Final;0;
layout;commonest cells after routing, fill and taps aside;1,568 x edfxtp_1, 443 x a22oi_1, 265 x buf_4;
cts;TritonCTS Buffers;172;
route;antenna viol nets, final;0;
logic_synthesis;ys flops;1664;
layout;most frequent logic cell in the layout;edfxtp_1;
logic_synthesis;asr flop ratio synth;0;
floorplan;row cnt;145;
timing;fin crit share;0.3359;
route;vias per cell;6.072;
worst_hold_path;hold_sp;mem[10][30];
worst_hold_path;worst hold path type;reg2reg;
floorplan;Starting Density;0.4043;
timing;setup_tns;0;ps
route;vias;37930;
logic_synthesis;register area share after synthesis;0.7742;
global_routing;vias in the first global route;38970;
worst_setup_path;CP max FO;71;
worst_setup_path;Worst EP required;33200;ps
cts;root buffer cell;clkbuf_16;
route;DRC violations left;0;
route;first-pass iteration count of the detailed router;9;
layout;Post-Layout Cell Count;6247;
timing;unrepaired setup endpoints after global routing;no;
global_routing;met3 GRT Util;0.2460;
floorplan;die area;159800;µm²
cts;H-tree level count;4;
layout;max reg flops;1600;
timing;post-layout min period;10920;ps
placed_design;Placed Cells;5893;
cts;worst-skew pair later-pin latency;820;ps
worst_setup_path;startpoint class of the critical path;primary input;
timing;Worst Clk Skew;33.19;ps
cts;CTS Buffer Depth;3;
placed_design;Port Buf Inserts;143;
cts;Post-CTS Setup Inserts;0;
cts;clock slew at reported path FFs;60;ps
global_routing;met1 Usage GRT;0.3363;
timing;Worst Hold Slack;376.9;ps
logic_synthesis;post-synth top area cell;edfxtp_1;
logic_synthesis;Yosys Instances;3689;
worst_setup_path;CP Launch Point;endereco[3];
run;Max Cap Viol;0;
logic_synthesis;Cells after Synth;3689;
logic_synthesis;Dominant flop cell;edfxtp_1;
logic_synthesis;Cell Type Count;90;
global_routing;first-pass GRT wire length;292500;µm
floorplan;core area;156600;µm²
power_and_ir_drop;pwr dens;62.63;nW/µm²
worst_setup_path;CP Capture Type;flop;
timing;Slew headroom;0.2580;
power_and_ir_drop;maximum VDD drop;0.00006101;V
layout;synth-to-layout area growth;16.53;%
floorplan;Die Wd;399.8;µm
logic_synthesis;area share, top type;0.7439;
route;First DRT Iteration DRCs;3057;
timing;Final Hold Viols;0;
floorplan;Chip Height;399.8;µm
worst_setup_path;Worst R2R Start;mem[10][23];
timing;number of max-slew violations in the final report;0;
placed_design;gpl congestion;1.027;
global_routing;GRT overflow;0;
timing;FMAX;91.59;MHz
[cell type report]
class / count / area [µm²]
repair buffers: 412 / 3503
fillers: 12870 / 82810
diodes: 40 / 100.1
inverters: 14 / 52.55
flip-flops and latches: 1664 / 49010
well taps: 2058 / 2575
clock buffers: 231 / 4662
clock inverters: 83 / 842.1
multi-input cells: 1745 / 13020
[synth_stat cells (30+ instances only)]
| library cell | number |
|---|---|
| a21oi_1 | 50 |
| a221oi_1 | 61 |
| a22o_1 | 51 |
| a22oi_1 | 443 |
| a31oi_1 | 48 |
| buf_2 | 124 |
| buf_4 | 30 |
| buf_6 | 30 |
| clkbuf_1 | 69 |
| dfxtp_1 | 96 |
| edfxtp_1 | 1568 |
| mux2_2 | 79 |
| mux2i_1 | 68 |
| mux4_2 | 33 |
| nand2_1 | 134 |
| nand4_1 | 65 |
| nor2_1 | 242 |
| o21ai_0 | 52 |
[cells by family (layout without fill, tap and decap cells)]
family,Yosys count,count (layout),share of synthesized area
flip-flops,1664,1664,0.7742
buffers and inverters,280,740,0.02443
other,0,40,0
AND/OR/NAND/NOR,636,636,0.05278
AND-OR/OR-AND,923,923,0.1108
multiplexers,186,186,0.03779
[power by group]
group	switching, µW	internal (µW)	leakage [µW]
sequential	4.34	2380	0.0134
combinational	222	86.7	0.00598
clock	816	1110	0.00267
[critical path: stages]
cell and delay [ps]:
buf_6 290, buf_4 540, buf_4 500, and3b_4 400, buf_4 340, buf_12 300
a22o_1 310, a221oi_1 200, a31oi_1 200, or4_1 620, o41ai_1 810, a221oi_1 130
buf_4 240
[worst paths after layout]
kind	endpoint	slack (ps)	depth (start not counted)
setup reg to reg	read_data[17]	28900	7
setup / recovery	read_data[6]	21580	13
hold / removal	tap_reg[30]	380	0
hold reg to reg	tap_reg[30]	380	0
[through the flow]
stage               cell area, µm²  setup slack (ps)  utilization  power [µW]
global placement             68160             20930       0.4353        2723
floorplan                    63300             22750            -        2576
detailed placement           68160             20920       0.4353        2725
finish                       73760             21580       0.4711        4620
global route                 73720             21530       0.4708        4739
CTS                          73660             21780       0.4705        4636
[routing by layer]
layer / up-vias / wire length (µm)
met5: - / 1788
met4: 48 / 9677
met3: 486 / 41780
met2: 2826 / 89970
met1: 18720 / 67320
li1: 15850 / -
Power is estimated from default activity; no workload was simulated.
